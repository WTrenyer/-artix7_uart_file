[flow/config.mk]
export PLATFORM = sky130hd
export DESIGN_NAME = uart_rx
export DESIGN_NICKNAME = uart_rx
export VERILOG_FILES = /design/flow/design.v
export SDC_FILE = /design/flow/constraint.sdc
export NUM_CORES = 4
export LEC_CHECK = 1
export CORE_UTILIZATION = 30
[flow/design.v]
module uart_rx(
    input   clk,rst_n,
    input   rx,
    output  [7:0]rx_data_out,
    output  reg rx_done
);
parameter clk_bps = 50_000_000;
parameter clk_en  = (clk_bps*10)/9600;
reg bps_start;
reg bit_start;
reg en_bpss;
integer cnt_bps;
integer cnt_bit;
reg half;
integer num_bit;
reg rx_en;
always @(posedge clk ) begin
    if(!rx_en) begin
        cnt_bps <= 0;
        bps_start <= 0;
        half<=0;
    end else if(cnt_bps == (clk_en/20)) begin
        half <= 1;
        cnt_bps <= 0;
    end else if(num_bit == 8 )begin
        half <= 0;
    end else begin
        cnt_bps <= cnt_bps + 1;
    end
end
always @(posedge clk or negedge half) begin
    if(!half) begin
        en_bpss<=0;
        bit_start <= 0;
        cnt_bit<=0;
    end else if(cnt_bit == (clk_en/10) + 1) begin
        bit_start <= 1;
        cnt_bit <= 0;
    end else begin
        bit_start <= 0;
        cnt_bit <= cnt_bit + 1;
    end
end
reg rx_reg0,rx_reg1;
always @(posedge clk) begin
    rx_reg0<=rx;
    rx_reg1<=rx_reg0;
end
always @(posedge clk or negedge rst_n) begin
    if(!rst_n)begin
        rx_en<=0;
        rx_done<=0;
    end else if(!rx&rx_reg0)begin
        rx_en<=1;
    end else    if(num_bit == 8 )begin
        rx_en<=0;
        rx_done<=1;
    end else
        rx_done<=0;
end
reg [7:0] rx_data;
always @(posedge clk or negedge rst_n) begin
    if(!rst_n) begin
        num_bit <= 0;
        rx_data<=0;
    end else if(rx_en) begin
        if(bit_start) begin
            case (num_bit)
                0: rx_data[0] <= rx;
                1: rx_data[1] <= rx;
                2: rx_data[2] <= rx;
                3: rx_data[3] <= rx;
                4: rx_data[4] <= rx;
                5: rx_data[5] <= rx;
                6: rx_data[6] <= rx;
                7: begin 
                    rx_data[7] <= rx;
                end
            endcase
            num_bit <= num_bit + 1;
        end
    end else begin
        rx_done<=0;
        num_bit <= 0;
    end
end
assign rx_data_out = rx_data;
endmodule
[flow/run.sh]
#!/bin/bash
# OpenROAD 26Q1-2900-gdf79404cd8, Yosys 0.63+post, stock flow scripts
make -C /OpenROAD-flow-scripts/flow DESIGN_CONFIG=/design/flow/config.mk WORK_HOME=/design/flow/orfs finish
[flow/constraint.sdc]
current_design uart_rx

set clk_period 2.3
set clk_io_pct 0.2

create_clock -name clk0 -period $clk_period [get_ports {clk}]

set non_clock_inputs [all_inputs -no_clocks]
set_input_delay [expr $clk_period * $clk_io_pct] -clock clk0 $non_clock_inputs
set_output_delay [expr $clk_period * $clk_io_pct] -clock clk0 [all_outputs]
==> results_slide.txt <==
Implementation Results

Logic synthesis
  – Yosys Instances: 550
  – Syn Inst Count: 550
  – Flip-flops with a built-in enable: 0
  – Area of the mapped netlist: 5410 µm²
  – Sequential area share after synthesis: 46.8%
  – Synth unique cells: 56
  – Avg Synthesized Cell Area: 9.84 µm²
  – Asr flop ratio synth: 68.5%
  – Yosys Chip Area: 5410 µm²
  – Syn. warnings: 3
  – Synth flops: 108
  – Synth Flop Type: dfrtp_1

Clock network
  – CTS Buf Count: 9
  – Clk sinks: 108
  – H-tree Lvls: 3
  – CTS max path bufs: 2
  – Late-Pin Clk Latency: 0.35 ns
  – Clk root buf: clkbuf_16
  – Clk slew on worst S/H paths: 0.07 ns
  – CTS tree: yes

Placed design
  – Area after DPL: 5860 µm²
  – RePlAce Congestion: 0.853
  – Final HPWL DP: 7.60 mm
  – Placement Setup Slack: 0.161 ns
  – Dpl cells: 786
  – PortBufs: 10

Power
  – Pleak: 2.55 nW
  – Final Total Pwr: 3.35 mW
  – Maximum vdd drop: 0.000381 V
  – P per Cell Area: 546 nW/µm²

Critical path
  – End of the critical path: cnt_bps[31]$_SDFFE_PP0N_
  – Slowest-stage cell, CP: dfrtp_1
  – R2r worst-path depth: 8
  – Worst Path Arrival: 2.42 ns
  – Startpoint Class: register
  – Reg-to-reg endpoint: cnt_bps[31]$_SDFFE_PP0N_
  – R2R Path Start: num_bit[0]$_DFFE_PN0P_
  – Crit path required time: 2.58 ns
  – Critical path fanouts, max: 8
  – Worst setup EP type: register
  – Internal reg-to-reg setup slack: 0.16 ns
  – Crit-path cells: inv_1 -> ha_1 -> and3b_1 -> nand4_2 -> buf_4 -> o2111ai_2 -> or3_1 -> a21oi_1
  – Worst setup path class: reg2reg
  – CP Launch Point: num_bit[0]$_DFFE_PN0P_
  – Max incr delay on CP: 0.43 ns

STA
  – Worst setup margin: 0.161 ns
  – RSZ-0062 raised after global routing: no
  – Final Cycle Share: 93.0%
  – Final Hold Vio Count: 0
  – Worst slew pin tran: 0.596 ns
  – Worst slew margin: 60.0%
  – Setup TNS: 0 ns
  – Fmax achieved: 0.468 GHz
  – Tmin final: 2.14 ns
  – Final setup fails: 0
  – Hold WS: 0.0836 ns
  – Slew Limit Fails: 0
  – Clk_skew: 0.00908 ns

Min path
  – Worst min path class: in2async

Route
  – DR vias/cell: 5.15
  – Routed WL: 10.7 mm
  – # DRC: 0
  – Avg WL per Cell: 13.3 µm
  – Final ANT Viol Nets: 0
  – First-pass DRT Iterations: 4
  – DR vias: 4138
  – DR iter-0 viols: 223
  – Diode count: 0

Global route
  – Initial antenna violation count: 0
  – Largest net degree at the start of global routing: 34
  – Vias in the first global route: 3836
  – All-layer global routing usage: 12.6%
  – Grt ovf: 0
  – First-pass GRT wire length: 18.5 mm

Layout
  – Share of layout cells above drive strength 1: 9.00%
  – Design area: 6130 µm²
  – Utilization after layout: 35.1%
  – Number of fill cells in the layout: 1659
  – Area grow syn2layout: 13.2%
  – Finished Layout Cells: 803

Job
  – Count of tool warnings: 30
  – Max-Cap Viols: 0

Floorplan
  – Placeable Area: 17500 µm²
  – Die H: 136 µm
  – Total die area: 18600 µm²
  – Die Wd: 136 µm
  – I/O Pins: 12
  – Core Util at FP: 31.0%
  – Rows: 48

Status
  – Status: completed
==> power breakdown <==
group | internal [mW] | leakage [nW] | switching (mW)
combinational | 0.0183 | 1.15 | 0.0193
clock | 0.743 | 0.129 | 0.664
sequential | 1.90 | 1.27 | 0.00475
==> kinds of logic (layout without fill, tap and decap cells) <==
family                     Yosys count  count (layout)  share of synthesized area [%]
DFF                                108             108                           46.8
buffers and inverters               27              55                           2.27
AOI/OAI and AO/OA                   69              69                           8.30
muxes                               10              10                           2.03
adders and majority gates            8               8                           1.85
and+or+nand+nor                    268             268                           29.1
xor gates and xnor gates            59              59                           9.55
other                                1               1                         0.0693
==> cells in the mapped netlist, types with 2 or more instances <==
cell / n / area (µm²)
o21ai_0: 4 / 20.0
or3_1: 11 / 68.8
and4_1: 13 / 114
a21oi_1: 25 / 125
xnor2_1: 26 / 228
o2111ai_1: 2 / 17.5
nor4_2: 4 / 50.1
buf_4: 4 / 30.0
dfrtp_1: 74 / 1850
nand2_1: 49 / 184
or4_1: 21 / 158
and3_1: 10 / 62.6
o21ai_1: 7 / 35.0
nor4_1: 12 / 75.1
nor2_1: 50 / 188
nor4b_1: 3 / 26.3
mux2_1: 8 / 90.1
o31ai_1: 12 / 90.1
nand4_1: 28 / 175
xor2_1: 33 / 289
buf_1: 2 / 7.51
buf_2: 5 / 25.0
nand2b_1: 4 / 25.0
nor3_1: 5 / 25.0
nor3_2: 3 / 30.0
mux2i_1: 2 / 20.0
o211ai_1: 9 / 67.6
dfxtp_1: 34 / 681
inv_1: 12 / 45.0
and2_1: 4 / 25.0
nor4_4: 3 / 63.8
ha_1: 8 / 100
o2111ai_2: 2 / 30.0
nand3_1: 35 / 175
nand4_2: 2 / 25.0
clkbuf_1: 4 / 15.0
==> layout by cell type (no fill, tap or decap), drive strengths merged, types with 9 or more instances in the layout <==
cell           count
dfrtp             74
nor2              51
nand2             50
nand3             36
dfxtp             34
xor2              33
nand4             31
xnor2             26
a21oi             25
or4               21
nor4              19
buf               18
inv               14
and4              13
clkbuf            13
o31ai             12
o21ai             12
or3               11
and3              10
o211ai             9
clkdlybuf4s50      9
nor3               9
==> worst min-delay path by stage <==
stage	to
CTS	num_bit[12]$_DFFE_PN0P_
global route	num_bit[12]$_DFFE_PN0P_
finish	num_bit[12]$_DFFE_PN0P_
==> critical path, delay by kind of cell, from the launching register on <==
family	cells	cell delay [ns]
fa+ha+maj	1	0.26
buf+inv	2	0.27
flops	1	0.43
simple gates	3	0.77
compound gates	2	0.34
==> per-layer routing <==
layer  up-vias  GRT usage (%)  wire length [µm]
met1      2007           19.9              5400
met4         0          0.741                74
met3         6           3.04               432
met5         -              0                 0
li1       2069              -                 -
met2        56           18.6              4750
==> layout make-up <==
class                   instances  area [µm²]  area share (%)
well taps                     225         282            4.59
clock inverters                 3        23.8           0.388
multi-input cells             415        2760            45.0
repair buffers                 27         248            4.04
clock buffers                  13         240            3.92
flip-flops and latches        108        2530            41.3
inverters                      12        45.0           0.735
==> what timing repair did <==
item                       CTS  global route
gates resized                0             1
setup endpoints to repair    0            18
buffers inserted             0             1
hold buffers                 0             0
==> flip-flops by register name, indices dropped and copies added (netlist names) <==
signal,cells
num_bit,32
cnt_bit,32
rx_en,1
bit_start,1
cnt_bps,32
rx_data,8
half,1
rx_reg0,1
No activity file was given, so power comes from the tool's default toggle rates.
