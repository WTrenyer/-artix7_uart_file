`flow/constraint.sdc`:
```
current_design mid_seg

set clk_period 4.1
set clk_io_pct 0.2

create_clock -name clk0 -period $clk_period [get_ports {clk}]

set non_clock_inputs [all_inputs -no_clocks]
set_input_delay [expr $clk_period * $clk_io_pct] -clock clk0 $non_clock_inputs
set_output_delay [expr $clk_period * $clk_io_pct] -clock clk0 [all_outputs]
```
`flow/config.mk`:
```
export PLATFORM = sky130hd
export DESIGN_NAME = mid_seg
export DESIGN_NICKNAME = mid_seg
export VERILOG_FILES = /design/flow/design.v
export SDC_FILE = /design/flow/constraint.sdc
export NUM_CORES = 4
export LEC_CHECK = 1
export CORE_UTILIZATION = 30
```
`flow/run.sh`:
```
#!/bin/bash
# OpenROAD 26Q1-2900-gdf79404cd8, Yosys 0.63+post, stock flow scripts
make -C /OpenROAD-flow-scripts/flow DESIGN_CONFIG=/design/flow/config.mk WORK_HOME=/design/flow/orfs finish
```
`flow/design.v`:
```
module mid_seg(
    input clk,rst_n,
    input [7:0]num,
    output reg[6:0]ctrl,
    output [7:0]seg_out
);
    reg [25:0] cnt;  
    reg sign;
    always @(posedge clk) begin
if(!rst_n)begin
cnt <=0;
end else if(cnt == 49999) begin  
            cnt <= 0;           
            sign <= 1;        
        end else begin
            sign <= 0;     
            cnt = cnt+1;
        end
    end
reg pla;
reg[3:0]num_show;
always @(posedge clk or negedge rst_n) begin
    if(!rst_n)begin
        pla <= 0;
        ctrl<=0;
        num_show<=0;
    end else if(sign)begin
        case (pla)
            0: begin
                pla<=1;
                ctrl <= 6'b111110;
                num_show<=num[3:0];
            end
            1:begin
                pla<=0;
                ctrl <= 6'b111101;
                num_show<=num[7:4];
            end
        endcase
        end
end
seg uut(
    .clk(clk),
    .rst_n(rst_n),
    .num(num_show),
    .seg(seg_out)
);
endmodule
module seg(
    input clk,rst_n,
    input[4:0]  num,
    output reg[7:0]seg
);
always @(posedge clk or negedge rst_n) begin
    if(!rst_n)begin
        seg =   8'b1001_1001;
    end else 
        case(num)
			4'b0000: seg =   8'b1100_0000;
			4'b0001: seg =   8'b1111_1001;
			4'b0010: seg =   8'b1010_0100;
			4'b0011: seg =   8'b1011_0000;
			4'b0100: seg =   8'b1001_1001;
			4'b0101: seg =   8'b1001_0010;
			4'b0110: seg =   8'b1000_0010;
			4'b0111: seg =   8'b1111_1000;
			4'b1000: seg =   8'b1000_0000;
			4'b1001: seg =   8'b1001_0000;
			4'b1010: seg =   8'b1000_1000;
            4'b1011: seg =   8'b1000_0011;
            4'b1100: seg =    8'b1100_0110;
            4'b1101: seg =    8'b1010_0001;
            4'b1110: seg =   8'b1000_0110;
            4'b1111: seg =   8'b1000_1110;
			default:seg =     8'b11111111;
       endcase
end
endmodule
```
==> impl_metrics.json <==
{
  "status": "complete, no violations",
  "setup_viol": 0,
  "rows": 29,
  "synthAoiAreaFrac_pct": 8.56,
  "drv_slew": 0,
  "instances_no_fill": 318,
  "finClkSkew_ns": 0.00764,
  "slowest_delay_ns": 0.69,
  "combGateArea_um2": 1060,
  "grt_pass1_wl_um": 6730,
  "ant_nets": 0,
  "ys_seq_share_pct": 43.6,
  "ys_types": 44,
  "max_freq_ghz": 0.441,
  "portBuffers": 22,
  "grt.met3_usage_pct": 1.97,
  "yosysChipArea_um2": 2070,
  "regArea_um2": 905,
  "die_height_um": 85.2,
  "ys_top_cells_by_area": "dfxtp_1 (25%), dfrtp_1 (13%), nor2_1 (5.1%), mux2i_1 (4.3%), ha_1 (4.2%)",
  "holdBufCountCts": 0,
  "drtIter0Drc": 111,
  "cp-startpoint": "cnt[0]",
  "ys_sh_xor_pct": 6.76,
  "ys_top_cells_by_count": "nor2_1 (28), dfxtp_1 (26), a21oi_1 (15)",
  "yosys_cells": 224,
  "clockRootBuffer": "clkbuf_8",
  "warnings": 30,
  "crit_slowest_cell": "o31ai_2",
  "async_reset_ff_share_pct": 34.1,
  "crit_type": "reg2reg",
  "layout-drive-gt1-share_pct": 9.13,
  "viasPerCell": 4.90,
  "finalCritPeriodShare_pct": 55.2,
  "powerDensity_nw_per_um2": 413,
  "comb_power_share_pct": 18.1,
  "place_ws_ns": 1.83,
  "startpoint_type": "flop",
  "met1_usage_pct": 17.6,
  "drcViolationCount": 0,
  "power_frac_clock_pct": 31.6,
  "report.final.hold_viol_count": 0,
  "clk_latency_ns": 0.29,
  "numCtsBuffers": 5,
  "dp_hpwl_um": 2670,
  "ioPinCount": 25,
  "post-place-cells": 310,
  "num_antenna_cells": 0,
  "endpoint": "cnt[12]",
  "grt_antenna_before_repair": 0,
  "synth.cellmix.simpleShare_pct": 25.0,
  "top_area_cell": "dfxtp_1",
  "cp_data_required_time_ns": 4.28,
  "seqPwrFrac_pct": 50.4,
  "cts_setup_buffers": 0,
  "yosysWarnings": 3,
  "p_sw_mw": 0.238,
  "netlist_instances": 224,
  "regToRegStartpoint": "cnt[0]",
  "netlist.area_leader.share_pct": 25.1,
  "grt_max_degree": 18,
  "rsz0062_at_grt": "false",
  "cellLeakagePower_nw": 0.893,
  "critPathMaxFanout": 15,
  "path_cells": "ha_1 > and3_1 > nand3_1 > o31ai_2 > buf_4 > nor2_1",
  "ir_drop_mv": 0.166,
  "dr.pass1.iters": 4,
  "finalSetupTns_ns": 0,
  "synth_flop_count": 41,
  "top_logic_kind": "simple AND/OR/NAND/NOR gates",
  "cts_tree": "built",
  "tightest_slew_ns": 0.959,
  "grtUsageTotal_pct": 11.6,
  "syn_to_final_growth_pct": 17.1,
  "top_cell": "nor2_1",
  "crit_arrival_ns": 2.44,
  "reg2reg_slack_ns": 1.83,
  "ctsHtreeMaxLevel": 2,
  "swShare_pct": 23.6,
  "layout_min_cycle_time_ns": 2.27,
  "adder_share_pct": 4.22,
  "die_area_um2": 7250,
  "edf_count": 1,
  "cts.path.max_buffers": 2,
  "p_int_mw": 0.767,
  "fillers": 621,
  "core_area_um2": 6490,
  "wl_per_cell_um": 12.1,
  "critPathCaptureType": "flop",
  "gr-total-overflow": 0,
  "grtUsageMet2_pct": 18.2,
  "r2r-end": "cnt[12]",
  "grt_pass1_vias": 1426,
  "mux_share_pct": 5.97,
  "ctsResizeCount": 0,
  "drt-total-wl_um": 3840,
  "hp-class": "reg2reg",
  "max-cap-violations": 0,
  "timing.slew.headroom_pct": 35.5,
  "gp_congestion": 0.809,
  "timing.final.ws_setup_ns": 1.83,
  "cts.sinks": 41,
  "initial_core_util_pct": 31.9,
  "grt_busiest_layer": "met2",
  "netlist_area_um2": 2070,
  "yosys_most_used_dff": "dfxtp_1",
  "dieWidth_um": 85.2,
  "num_vias": 1559,
  "syn-mean-instance-area_um2": 9.26,
  "cts.reportedPaths.clkPinSlew_ns": 0.07,
  "r2r_cells": 6
}
## state kept, by name, indices dropped and copies added, names as in the netlist
name and count:
uut.seg 7, sign 1, cnt 26, ctrl 3, num_show 4
## layout by cell type (no fill, tap or decap), types with 3 or more instances in the layout
master / n
nor2_1: 28
dfxtp_1: 26
clkdlybuf4s50_1: 22
a21oi_1: 15
nand4_1: 13
dfrtp_1: 11
mux2i_1: 9
nand2_1: 9
xnor2_1: 9
inv_1: 8
nor4_1: 8
nand3_1: 7
xor2_1: 7
ha_1: 7
o21ai_0: 5
nor3_1: 5
and4_1: 5
clkbuf_8: 5
or3_1: 4
and3_1: 3
and2_1: 3
o31ai_1: 3
dfstp_2: 3
## power groups by stage
stage | sequential (mW) | combinational (mW) | clock (mW)
6_report | 0.506 | 0.181 | 0.317
4_1_cts | 0.507 | 0.184 | 0.327
5_1_grt | 0.516 | 0.204 | 0.344
## metal layers
layer  vias to the layer above  share of wire [%]
li1                        822                  -
met1                       708                 51
met2                        22                 44
met3                         7                3.3
met4                         0                1.5
met5                         -                  0
## critical path: cells and delay by family, from the launching register on
| kind | cells | cell delay (ns) |
|---|---|---|
| AOI/OAI and AO/OA | 1 | 0.69 |
| adders and majority gates | 1 | 0.26 |
| DFF | 1 | 0.40 |
| and+or+nand+nor | 3 | 0.46 |
| buffers and inverters | 1 | 0.34 |
## logic make-up (layout without fill, tap and decap cells)
family / Yosys count / count (layout)
buffers and inverters: 23 / 40
AND-OR/OR-AND: 29 / 29
XOR/XNOR: 16 / 16
AND/OR/NAND/NOR: 95 / 95
adder cells (fa/ha/maj): 7 / 7
other: 2 / 2
multiplexers: 11 / 11
flip-flops: 41 / 41
## metrics by stage
step	area (um2)	hold WS (ns)	util, %	power [mW]
floorplan	2070	0.437	-	0.607
CTS	2430	0.478	37.4	1.02
global placement	2320	0.450	35.8	0.698
global route	2430	0.503	37.4	1.06
detailed placement	2320	0.457	35.8	0.700
finish	2430	0.481	37.4	1.00
## worst min path at each step
| stage | start | end | cells after the start |
|---|---|---|---|
| finish | cnt[0] | cnt[0] | 1 |
| global route | cnt[0] | cnt[0] | 1 |
| CTS | cnt[0] | cnt[0] | 1 |
## area by class of cell
class	instances	share of cell area [%]
well taps	77	3.96
flip-flops and latches	41	37.2
clock inverters	2	1.44
inverters	8	1.24
clock buffers	6	2.99
multi-input cells	160	43.5
repair buffers	24	9.68
Power and IR drop assume default switching activity.
