### flow/config.mk
export PLATFORM = sky130hd
export DESIGN_NAME = uart_tx
export DESIGN_NICKNAME = uart_tx
export VERILOG_FILES = /design/flow/design.v
export SDC_FILE = /design/flow/constraint.sdc
export NUM_CORES = 4
export LEC_CHECK = 1
export CORE_UTILIZATION = 30
### flow/constraint.sdc
current_design uart_tx

set clk_period 5.7
set clk_io_pct 0.2

create_clock -name clk0 -period $clk_period [get_ports {clk}]

set non_clock_inputs [all_inputs -no_clocks]
set_input_delay [expr $clk_period * $clk_io_pct] -clock clk0 $non_clock_inputs
set_output_delay [expr $clk_period * $clk_io_pct] -clock clk0 [all_outputs]
### flow/design.v
module uart_tx(
    input   clk,rst_n,
    output   tx,
    input[7:0]tx_data,
    input   en
);
parameter clk_bps = 50_000_000;
parameter clk_en  = (clk_bps*10)/9600;
reg bps_start;
reg bit_start;
integer cnt_bps;
integer cnt_bit;
always @(posedge clk or negedge rst_n)begin
    if(!rst_n)begin
        cnt_bps<=0;
        cnt_bit<=0;
        bps_start<=0;
    end else if(cnt_bps == clk_en+2)begin
        bps_start<=1;
        cnt_bps <=0;
    end else if(cnt_bit == clk_en/10)begin
        bit_start<=1;
        cnt_bit<=0;
    end else begin
        bps_start<=0;
        bit_start<=0;
        cnt_bps<=cnt_bps+1;
        cnt_bit<=cnt_bit+1;
    end
end
reg en_1,en_0,en_2,en_pose;
always @(posedge clk)begin
        en_0<=en;
        en_1<=en_0;
        en_2<=en_1;
end
always @(posedge clk or negedge rst_n)begin
    if(!rst_n)begin
        en_pose<=0;
    end else if(en_0&!en_1&!en_2)begin
                en_pose<=1;
    end else begin
        en_pose<=0;
    end
end
integer num_bit;
reg en_bps;
always @(posedge clk or negedge rst_n)begin
    if(!rst_n)begin
        en_bps<=0;
    end else  if(en_pose)begin
        en_bps<=1;
    end else if(num_bit == 10 )begin
        en_bps<=0;
    end
end
reg tx_reg;
always @(posedge clk or negedge rst_n) begin
    if(!rst_n) begin
        num_bit <= 0;
    end else if(en_bps) begin
        if(bit_start) begin
            case (num_bit)
                0: tx_reg <= 0;
                1: tx_reg <= tx_data[0];
                2: tx_reg <= tx_data[1];
                3: tx_reg <= tx_data[2];
                4: tx_reg <= tx_data[3];
                5: tx_reg <= tx_data[4];
                6: tx_reg <= tx_data[5];
                7: tx_reg <= tx_data[6];
                8: tx_reg <= tx_data[7];
                9: tx_reg <= 1;
                default: ;  
            endcase
            num_bit <= num_bit + 1;
        end
    end else begin
        num_bit<=0;
        tx_reg<=1;
    end
end
assign tx = tx_reg;
endmodule
### flow/run.sh
#!/bin/bash
# OpenROAD 26Q1-2900-gdf79404cd8, Yosys 0.63+post, stock flow scripts
make -C /OpenROAD-flow-scripts/flow DESIGN_CONFIG=/design/flow/config.mk WORK_HOME=/design/flow/orfs finish
==> results_dict.tcl <==
# implementation run metrics
set metrics [dict create \
    worst-r2r-setup-slack_ns 2.91 \
    rr_startpoint "cnt_bit[0]" \
    ys_types 58 \
    dp_hpwl_mm 7.96 \
    clk_pin_slew_ns 0.07 \
    fin_crit_sh_pct 48.9 \
    cts_resized 0 \
    ys_top_cells_by_area "dfrtp_1 43%, xor2_1 7.0%, nor4_1 4.5%" \
    r2r-end "cnt_bps[8]" \
    num_rows 50 \
    netlist_top_cells_count "98 x dfrtp_1, 46 x xor2_1, 41 x nor4_1, 35 x nand2_1, 34 x nand4_1" \
    grt_setup_unrepaired "no" \
    yosys-stat-cells 587 \
    pin_count 12 \
    dieArea_sq_um 19700 \
    enable_flop_cells 2 \
    worst_hold_path.endpoint "en_2" \
    portBuffers 11 \
    grtUsageTotal_pct 12.8 \
    drt_pass1_iterations 4 \
    wl_per_cell_microns 14.6 \
    hold_viol_final 0 \
    grt_pass1_wl_mm 20.1 \
    die_y_microns 140 \
    finalClockSkew_ns 0.0116 \
    drtIter0Drc 305 \
    cp.buffers_inverters 2 \
    slew_viol_final 0 \
    yosys_warnings 1 \
    cts_setup_buffers 0 \
    htree_levels 3 \
    ys_async_sr_fraction_pct 95.1 \
    ys_seq_share_pct 44.9 \
    hp-class "flip-flop to flip-flop" \
    ff_type "dfrtp_1" \
    cp_data_required_time_ns 5.97 \
    grt_pass1_vias 3946 \
    reg2reg_depth 8 \
    worstSetupPathType "flip-flop to flip-flop" \
    antenna_left 0 \
    cap_violations 0 \
    cts_buffer_depth 2 \
    viasPerCell 5.20 \
    grt_max_degree 52 \
    yosysChipArea_sq_um 5730 \
    p_per_area_nw_per_um2 218 \
    area_growth_pct 10.4 \
    path_delay_family "simple AND/OR/NAND/NOR gates" \
    postSynthAreaPerCell_sq_um 9.76 \
    wirelength_mm 12.0 \
    leakage_uw 0.00274 \
    cp_max_fo 37 \
    period_needed_ns 2.79 \
    worstHoldStart "en_1" \
    synthCells 587 \
    insertion_delay_ns 0.35 \
    num_vias 4284 \
    fin_setup_tns_ns 0 \
    core_sq_um 18700 \
    drive_gt1_share_pct 6.78 \
    top_regs "cnt_bit x32, cnt_bps x32, num_bit x32" \
    holdPathStages 0 \
    ys_ff 103 \
    synth_area_sq_um 5730 \
    cts_inserted_buffers 9 \
    cp-start-kind "flip-flop" \
    stdcell_count 824 \
    critical-path-max-stage-delay_ns 0.60 \
    numClockSinks 103 \
    clock-root-buffer "clkbuf_16" \
    dieWidth_microns 140 \
    place_congestion 0.864 \
    tool_warnings 31 \
    ir_drop_uv 130 \
    crit_slowest_cell "or4_1" \
    route.detailed.drc 0 \
    end_kind "flip-flop" \
    worstPathCellList "inv_1 -> ha_1 -> nor4bb_1 -> nand4_1 -> or2_1 -> inv_2 -> or4_1 -> a21oi_1" \
    critical_path.startpoint "cnt_bit[0]" \
    antenna_cells 0 \
    status "completed" \
    grt_overflow 0 \
    tightestPinTransition_ns 0.782 \
    holdBufCountCts 0 \
    arrival_ns 3.06 \
    top_area_share_pct 42.8 \
    max_freq_mhz 359 \
    antenna_found_initial 0 \
    yosysTopAreaCell "dfrtp_1" \
    yosysMostFrequentCell "dfrtp_1" \
    place_inst 808 \
    finalSetupViolCount 0 \
    fp_util_pct 30.6 \
    maxSlewHeadroom_pct 47.4 \
    cts_tree "yes" \
]
-- kinds of logic after synthesis --
logic type / Yosys count / share of synthesized area (%)
compound gates: 62 / 6.97
fa+ha+maj: 9 / 1.97
xor+xnor: 66 / 10.1
flops: 103 / 44.9
simple gates: 294 / 31.3
buf+inv: 46 / 3.54
mux: 7 / 1.24
-- power breakdown --
part	total [uW]	internal, uW	leakage (uW)	switching, uW
Sequential	734	733	0.00139	0.433
Combinational	22.3	7.06	0.00120	15.3
Clock	620	353	0.000146	268
Total	1380	1090	0.00274	283
-- through the flow --
step	worst slack, ns	cell area (sq um)	hold WS, ns	power (uW)	util [%]
after floorplan	3.60	5730	0.323	749	-
after global placement	3.00	6030	0.337	772	32.2
after detailed placement	2.99	6030	0.339	772	32.2
after CTS	2.95	6320	0.356	1400	33.8
after global routing	2.76	6320	0.358	1430	33.8
final	2.91	6320	0.355	1380	33.8
-- how the worst max path moves through the flow --
stage | slack (ns) | endpoint | cells past startpoint
finish | 2.91 | cnt_bps[8] | 8
global route | 2.76 | cnt_bps[14] | 8
CTS | 2.95 | cnt_bps[8] | 8
-- cell usage in the layout, fill, tap and decap left out, types with 6 or more instances in the layout --
| master | instances |
|---|---|
| xor2_1 | 46 |
| nand2_1 | 35 |
| clkbuf_16 | 9 |
| nand3_1 | 32 |
| ha_1 | 9 |
| clkdlybuf4s50_1 | 10 |
| o21ai_0 | 22 |
| nor2_1 | 20 |
| or4_1 | 9 |
| mux2i_1 | 6 |
| and2_1 | 29 |
| dfrtp_1 | 98 |
| xnor2_1 | 20 |
| a21oi_1 | 12 |
| nor4_1 | 41 |
| nor3_1 | 24 |
| inv_1 | 17 |
| or3_1 | 10 |
| nand4_1 | 34 |
| nor4b_1 | 11 |
| and3_1 | 6 |
| and4_1 | 8 |
-- layout make-up --
type,instances,area [sq um]
fillers,1850,12400
multi-input cells,438,2960
flip-flops and latches,103,2570
well taps,234,293
clock buffers,11,243
repair buffers,15,138
inverters,18,67.6
clock inverters,5,56.3
-- per-layer routing --
metal	routed length (microns)	part of all wire, %	up-vias	global-route usage (%)
li1	-	-	2161	-
met1	5910	49	2044	20.0
met2	5490	46	71	19.6
met3	519	4.3	8	2.19
met4	115	0.96	0	1.45
met5	0	0	-	0
Power is estimated from default activity; no workload was simulated.
